==> design/flow/design.v <==
module fifo #(
    parameter DATA_WIDTH = 8,   
    parameter FIFO_DEPTH = 16   
)(
    input wire clk,                 
    input wire rst,                 
    input wire wr_en,               
    input wire rd_en,               
    input wire [DATA_WIDTH-1:0] din,  
    output reg [DATA_WIDTH-1:0] dout,  
    output reg full,                
    output reg empty                
);
    reg [DATA_WIDTH-1:0] fifo_mem [FIFO_DEPTH-1:0];
    reg [$clog2(FIFO_DEPTH)-1:0] wr_ptr, rd_ptr;
    reg [$clog2(FIFO_DEPTH):0] fifo_count;
    always @(posedge clk or posedge rst) begin
        if (rst) begin
            wr_ptr <= 0;
            rd_ptr <= 0;
            fifo_count <= 0;
            full <= 0;
            empty <= 1;
        end else begin
            if (wr_en && !full) begin
                fifo_mem[wr_ptr] <= din;
                wr_ptr <= wr_ptr + 1;
                fifo_count <= fifo_count + 1;
            end
            if (rd_en && !empty) begin
                dout <= fifo_mem[rd_ptr];
                rd_ptr <= rd_ptr + 1;
                fifo_count <= fifo_count - 1;
            end
            full <= (fifo_count == FIFO_DEPTH);
            empty <= (fifo_count == 0);
        end
    end
endmodule
==> design/flow/run.sh <==
#!/bin/bash
# OpenROAD 26Q1-2900-gdf79404cd8, Yosys 0.63+post, stock flow scripts
make -C /OpenROAD-flow-scripts/flow DESIGN_CONFIG=/design/flow/config.mk WORK_HOME=/design/flow/orfs finish
==> design/flow/config.mk <==
export PLATFORM = sky130hd
export DESIGN_NAME = fifo
export DESIGN_NICKNAME = fifo
export VERILOG_FILES = /design/flow/design.v
export SDC_FILE = /design/flow/constraint.sdc
export NUM_CORES = 4
export LEC_CHECK = 1
export CORE_UTILIZATION = 40
==> design/flow/constraint.sdc <==
current_design fifo

set clk_period 3.4
set clk_io_pct 0.2

create_clock -name clk0 -period $clk_period [get_ports {clk}]

set non_clock_inputs [all_inputs -no_clocks]
set_input_delay [expr $clk_period * $clk_io_pct] -clock clk0 $non_clock_inputs
set_output_delay [expr $clk_period * $clk_io_pct] -clock clk0 [all_outputs]
==> impl_metrics.ini <==
; flow metrics
[detailed_routing]
insertedDiodeCount = 0
ant_nets = 0
drt_iter0_markers = 279
wl_per_cell_um = 21.4
vias_per_cell = 5.53
firstDrtPassIters = 4
drc_errors = 0
routed_wl_mm = 13.2
vias = 3405

[synth]
synth_top_cell_by_area = edfxtp_1
synth-seq-cells = 151
synth_warnings = 2
yosysTopAreaCellShare = 0.678
ys_seq_share = 0.741
synthFlopType = edfxtp_1
syn-cell-area_um2 = 6020
yosysUniqueCellTypes = 45
syn_area_per_cell_um2 = 15.7
top_cells_by_area = edfxtp_1, dfrtp_1, a22oi_1, ha_1, mux2i_1
edf_count = 136
ys_cells = 384
ys_async_sr_fraction = 0.0993
ys_area_um2 = 6020
synth_cells = 384

[critical_path]
critical_path_buf_inv_count = 1
ff2ff_setup_slack_ps = 910
cp.required_ps = 3440
cp-end-kind = flop
cpPeakStageDelay_ps = 620
cp_max_fo = 8
cp_data_arrival_time_ps = 2560
cpLargestDelayFamily = simple AND/OR/NAND/NOR gates
worst_setup_path_start_kind = input pin
rr_endpoint = dout[1]
crit_cells = 4
path_cells = clkdlybuf4s50_1 -> nor2b_1 -> nand2_1 -> nor2_1
r2r_cells = 7
r2r_start = rd_ptr[0]
path_class = input pin to flop
cpMaxStageDelayCell = nor2_1

[clock_tree]
cts_max_level = 4
cts_tree = built
clock.latency.late_pin_ps = 410
clk_path_buf_depth = 2
cts_root_buf = clkbuf_16
cts.sinks = 151
hold_buffers = 0
cts.clk_slew.worst_paths_ps = 60
numCtsBuffers = 17
cts_resized = 0
post_cts_buffers = 0

[timing]
tns_ps = 0
drv_slew = 0
setup_ws_ps = 880
clock_skew_ps = 5.09
rsz0062_at_grt = false
period_minus_slack_ps = 2520
relSlewSlack = 0.430
worstMarginPinSlew_ps = 852
period_used_share = 0.741
hold_viol = 0
setup_viol = 0
fmax_mhz = 397

[global_routing]
grt_antenna_before_repair = 0
grt-ovfl-total = 0
grt_start_max_net_pins = 21
first_global_vias = 3651
grt_pass1_wl_mm = 20.5
grt_util_all_layers = 0.191

[cells_and_area]
logic_area_um2 = 1410
post-route-util = 0.484
nFillCells = 1190
flop_area_um2 = 4460
area_growth_pct = 17.1
drive_gt1_frac = 0.106
mostFrequentLayoutCell = edfxtp_1
lay_top_cells = edfxtp_1, nor2_1, a22oi_1

[die]
rows = 44
die_x_um = 125
dieArea_um2 = 15600
io_pins = 22
fp.dieH_um = 125
core_um2 = 14600
initCoreUtil = 0.413

[worst_hold_path]
hold_class = flop to flop
min_from = fifo_count[4]
hold_path_end = empty
whs_path_depth = 1

[placed_design]
dpl.hpwl_mm = 8.71
pre_cts_slack_ps = 497
gp_congestion = 0.903
portBuffers = 21

[power]
power.density_nw_per_um2 = 859
leakagePower_nw = 2.37
max-vdd-ir-drop_v = 0.000505

[run]
warnings = 31
cap_viol_max_count = 0

[status]
status = finished clean
metrics by stage:
step                hold slack, ps  power (mW)  cells  instance area, um^2
floorplan                      402        3.62    384                 6020
global placement               429        4.18    584                 6460
detailed placement             421        4.19    584                 6460
CTS                            435        6.09    616                 7050
global route                   455        6.37    616                 7050
finish                         435        6.06    616                 7050
report_power, final:
group	internal (mW)	leakage, nW	switching (mW)	total, mW
sequential	2.28	1.40	0.155	2.43
combinational	0.714	0.679	1.04	1.75
clock	1.21	0.288	0.666	1.88
layout make-up:
cell class / count / area share
flip-flops and latches: 151 / 0.632
multi-input cells: 202 / 0.200
clock buffers: 20 / 0.0619
repair buffers: 35 / 0.0447
well taps: 184 / 0.0326
clock inverters: 12 / 0.0223
inverters: 12 / 0.00639
state kept, by name, indices dropped and copies added (netlist names):
| register | count |
|---|---|
| fifo_mem | 128 |
| dout | 8 |
| fifo_count | 5 |
| rd_ptr | 4 |
| wr_ptr | 4 |
| empty | 1 |
| full | 1 |
cells in the mapped netlist (all sizes together) (2+ instances only):
library cell  instances
a221o                 6
o21ai                12
ha                   11
nand2                18
o32a                  6
nor2                 25
a21oi                11
nand3                 9
a221oi                8
xnor2                 9
inv                  11
nor2b                 5
edfxtp              136
nor3                  2
a22o                  8
mux2i                 9
o211ai                2
nand4                 8
o22ai                 9
dfrtp                14
nor3b                 2
a31oi                 3
a21o                  2
and2                  4
a22oi                23
nand2b                2
clkbuf                9
buf                  10
routing by layer:
| metal | vias to the layer above | wire (um) | global-route usage |
|---|---|---|---|
| met3 | 20 | 1590 | 0.114 |
| met5 | - | 0 | 0.00327 |
| met1 | 1637 | 5310 | 0.270 |
| li1 | 1578 | - | - |
| met2 | 170 | 6010 | 0.276 |
| met4 | 0 | 266 | 0.0319 |
cells by family after synthesis:
kind of cell	synth area share
DFF	0.741
xor gates and xnor gates	0.0145
AOI/OAI and AO/OA	0.112
buffers and inverters	0.0253
muxes	0.0168
adders and majority gates	0.0262
and+or+nand+nor	0.0644
worst reg2reg max path, delay by kind of cell (launching register included):
kind	cells	cell delay, ps
adders and majority gates	1	390
buffers and inverters	2	370
AOI/OAI and AO/OA	2	680
and+or+nand+nor	2	410
DFF	1	400
worst max path at each step:
| stage | startpoint | to | slack [ps] |
|---|---|---|---|
| final | wr_en | fifo_mem[9][6] | 880 |
| after global routing | wr_en | fifo_mem[1][4] | 740 |
| after CTS | rd_ptr[0] | dout[7] | 950 |
Power and IR drop assume default switching activity.
