==> flow/design.v <==
module decoder 
#(
	parameter width = 7
)
(
	input  [3:0]         SW,
	output [width - 1:0] HEX
);
	assign HEX = (SW == 4'b0000) ? 7'b1000000 :
					 (SW == 4'b0001) ? 7'b1111001 :
					 (SW == 4'b0010) ? 7'b0100100 :
					 (SW == 4'b0011) ? 7'b0110000 :
					 (SW == 4'b0100) ? 7'b0011001 :
					 (SW == 4'b0101) ? 7'b0010010 :
					 (SW == 4'b0110) ? 7'b0000010 :
					 (SW == 4'b0111) ? 7'b1111000 :
					 (SW == 4'b1000) ? 7'b0000000 :
					 (SW == 4'b1001) ? 7'b0010000 :
					 7'b0111111;
endmodule
module decoder_hex 
(
	input  [7:0] in,
	output [6:0] HEX0,
	output [6:0] HEX1,
	output [6:0] HEX2
);
	wire [7:0] in1;
	wire [7:0] in2;
	wire [7:0] in3;
	wire [7:0] n1;
	wire [7:0] n2;
	wire [7:0] n3;
	assign in1 = in % 8'd10;
	assign n1 = in % 8'd100;
	assign n2 = n1 - in1;
	assign in2 = n2 / 8'd10;
	assign n3 = in - n1;
	assign in3 = n3 / 8'd100;
	decoder		H0(in1[3:0], HEX0),
					H1(in2[3:0], HEX1),
					H2(in3[3:0], HEX2);
endmodule
==> flow/run.sh <==
#!/bin/bash
# OpenROAD 26Q1-2900-gdf79404cd8, Yosys 0.63+post, stock flow scripts
make -C /OpenROAD-flow-scripts/flow DESIGN_CONFIG=/design/flow/config.mk WORK_HOME=/design/flow/orfs finish
==> flow/config.mk <==
export PLATFORM = sky130hd
export DESIGN_NAME = decoder_hex
export DESIGN_NICKNAME = decoder_hex
export VERILOG_FILES = /design/flow/design.v
export SDC_FILE = /design/flow/constraint.sdc
export NUM_CORES = 4
export LEC_CHECK = 1
export CORE_AREA = 10 10 91 91
export DIE_AREA = 0 0 101 101
==> flow/constraint.sdc <==
current_design decoder_hex

set clk_period 12.0
set clk_io_pct 0.2

create_clock -name clk0 -period $clk_period

set non_clock_inputs [all_inputs -no_clocks]
set_input_delay [expr $clk_period * $clk_io_pct] -clock clk0 $non_clock_inputs
set_output_delay [expr $clk_period * $clk_io_pct] -clock clk0 [all_outputs]
==> Slide: Implementation Results <==
Run Summary

STA
  • Fin crit share: 0.9453
  • Setup violations, final: 0
  • Slew margin rel.: 0.3805
  • Fin crit period: 11.34 ns
  • Final Hold Viols: 0
  • Worst Max-Slew Pin Slew: 0.9261 ns
  • RSZ-0062 raised after global routing: false
  • Fmax: 88.16 MHz
  • Final Max Tran Viols: 0
  • TNS Setup: 0 ns

Worst setup path
  • Slowest CP cell: xor2_1
  • CP cell instances: clkdlybuf4s50_1 > buf_4 > nor3b_1 > a211oi_1 > a211oi_1 > nor3_1 > o21ai_0 > ha_1 > xnor2_2 > nand2b_1 > nand2_1 > and3_1 > xor2_1 > nor2_1 > a2111oi_2 > and2_1 > a31oi_1 > or3_1 > o311ai_1 > clkdlybuf4s50_1
  • Crit Path Class: in -> out
  • Worst Setup End Kind: output port
  • Crit path max fanout: 14
  • WP data required: 9.60 ns
  • Crit start category: input pin
  • Slowest stage delay, CP: 0.75 ns
  • Worst EP arrival: 8.94 ns

Floorplanning
  • Site row count: 29
  • Fp util: 0.4183
  • Core area: 6350 µm²
  • Ports: 29
  • Die Area: 10,200 µm²
  • Die H: 101 µm
  • Die W: 101 µm

Logic synthesis
  • Yosys Chip Area: 2656 µm²
  • Synth top area cells: ha_1 5.7%, nand2_1 4.9%, xnor2_1 4.6%, nor2_1 4.1%, a21oi_1 3.8%
  • Yosys Instances: 391
  • Mapped cell area: 2656 µm²
  • Sequential area share after synthesis: 0
  • Post-synthesis cell count: 391
  • Post-synth top area cell: ha_1
  • Top cell area share: 0.05652
  • Ys Warns: 0
  • Distinct lib cells used: 89
  • Mean post-synth cell area: 6.794 µm²

Route
  • Vias: 2,969
  • Total routed wirelength: 7122 µm
  • Diode count: 0
  • Initial DRC count: 186
  • Post-DRT Antenna Nets: 0
  • Residual DRC: 0
  • DR pass1 iterations: 4
  • Drt wl/cell: 14.87 µm
  • Vias per inst: 6.198

Outcome
  • Status: completed

Finish
  • Fraction of layout cells with a size suffix above 1: 0.1045
  • Flop Count: 0
  • FF+latch area: 0 µm²
  • Utilization after layout: 0.4686
  • Clk_buf instances: 0
  • Post-Layout Cell Count: 479
  • Layout area overhead: 12.01%

Power
  • Maximum VDD drop: 0.1511 mV
  • Sw Ratio: 0.5280
  • Int Power: 0.2296 mW
  • Cell Pwr Density: 163.5 nW/µm²
  • Reg power frac: 0
  • Clk pwr share: 0
  • LEAKAGE: 1.079 nW
  • Gate power share: 1.000
  • Psw: 0.2569 mW

Place
  • Count of input and output buffers: 28
  • DP HPWL: 5635 µm
  • Gpl congestion: 0.9381
  • Inst Count DP: 479

Flow run
  • Total tool warning count: 35
  • MaxCap Viol Count: 0

GRT
  • Vias in the first global route: 2,597
  • Largest net degree at the start of global routing: 20
  • Initial antenna violation count: 0
  • First-pass GRT wire length: 12,050 µm
  • Gr usage total: 0.1330
  • Overflow after GRT: 0

Worst hold path
  • Worst min path class: in -> out

CTS
  • Postcts setup bufs: 0
## cell type report
type / instances / area, µm²
fillers: 665 / 3374
multi-input cells: 348 / 2467
repair buffers: 37 / 347.8
well taps: 77 / 96.34
inverters: 17 / 63.81
## cells in the mapped netlist, types with 3 or more instances
| cell | instances |
|---|---|
| nand4_1 | 7 |
| a21o_1 | 5 |
| and2_1 | 4 |
| ha_1 | 12 |
| o21ai_1 | 3 |
| mux2i_1 | 4 |
| inv_1 | 17 |
| a21oi_1 | 20 |
| a31oi_1 | 11 |
| xor2_1 | 7 |
| buf_2 | 9 |
| a211oi_1 | 7 |
| o22ai_1 | 5 |
| nor2b_1 | 6 |
| nor3_1 | 16 |
| or2_2 | 4 |
| o31ai_1 | 6 |
| o31a_1 | 3 |
| clkbuf_1 | 13 |
| nor2_1 | 29 |
| nand3_1 | 13 |
| o21a_1 | 5 |
| nor3b_1 | 4 |
| o2111a_1 | 3 |
| or4_1 | 4 |
| nand4b_1 | 3 |
| o221ai_1 | 4 |
| nand2b_1 | 6 |
| xnor2_1 | 14 |
| o32a_1 | 3 |
| or3_1 | 6 |
| a311oi_1 | 3 |
| o211ai_1 | 7 |
| o21ai_0 | 18 |
| nand2_1 | 35 |
## metrics by stage
step | area, µm² | setup slack (ns) | power (mW) | hold slack, ns
4_1_cts | 2968 | 0.5356 | 0.4869 | 5.888
5_1_grt | 2975 | 0.06806 | 0.5397 | 5.944
6_report | 2975 | 0.6566 | 0.4865 | 5.878
3_5_place_dp | 2968 | 0.5735 | 0.4841 | 5.880
3_3_place_gp | 2968 | 0.6752 | 0.4893 | 5.892
2_1_floorplan | 2668 | 2.415 | 0.3273 | 4.826
## power by group through the flow
stage / clock network, mW / logic [mW] / registers, mW
global route: 0 / 0.540 / 0
finish: 0 / 0.486 / 0
CTS: 0 / 0.487 / 0
## cells by family after synthesis
kind of cell             count (synthesis)  share of synthesized area
buffers and inverters                   46                    0.07819
XOR/XNOR                                23                    0.08149
multiplexers                             6                    0.02355
AND-OR/OR-AND                          144                     0.4305
adder cells (fa/ha/maj)                 13                    0.06029
other                                    2                   0.002827
AND/OR/NAND/NOR                        157                     0.3231
## cell usage in the layout (no fill, tap or decap), types with 4 or more instances in the layout
master / synthesis / final
nor2b_1: 6 / 6
inv_1: 17 / 17
o31ai_1: 6 / 6
or4_1: 4 / 4
or2_2: 4 / 4
clkdlybuf4s50_1: 0 / 28
a211oi_1: 7 / 7
and2_1: 4 / 4
o221ai_1: 4 / 4
xnor2_1: 14 / 13
or3_1: 6 / 6
nand2b_1: 6 / 6
conb_1: 2 / 5
a21oi_1: 20 / 20
nand2_1: 35 / 35
nor3_1: 16 / 16
o22ai_1: 5 / 5
buf_4: 2 / 9
ha_1: 12 / 12
o21a_1: 5 / 5
a31oi_1: 11 / 11
a21o_1: 5 / 5
o21ai_0: 18 / 18
nor2_1: 29 / 29
nand3_1: 13 / 13
xor2_1: 7 / 7
nand4_1: 7 / 7
mux2i_1: 4 / 4
nor3b_1: 4 / 4
o211ai_1: 7 / 7
## layer usage
metal	GRT usage	part of all wire
met1	0.1912	0.48
met2	0.2246	0.49
met3	0.0006930	0.026
met4	0.01393	0.0065
met5	0	0
## timing repair
item                                    CTS  global route
hold buffers                              0             0
hold endpoints to repair                  0             0
gates resized                             0             1
endpoints found under the setup margin    0             2
## critical path, delay by kind of cell
family | cells | cell delay (ns)
buffers and inverters | 3 | 1.23
AND/OR/NAND/NOR | 8 | 1.99
adder cells (fa/ha/maj) | 1 | 0.43
AND-OR/OR-AND | 6 | 1.81
XOR/XNOR | 2 | 1.08
## worst paths after layout
kind / depth (start not counted) / from / endpoint
max: 20 / in[2] / HEX1[0]
min: 3 / in[0] / HEX0[2]
Power figures rest on the tool's default switching activity, not on a simulated workload.
